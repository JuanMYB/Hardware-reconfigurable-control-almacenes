--- config.mk ---
export PLATFORM = sky130hd
export DESIGN_NAME = fsm1
export DESIGN_NICKNAME = fsm1
export VERILOG_FILES = /design/flow/design.v
export SDC_FILE = /design/flow/constraint.sdc
export NUM_CORES = 4
export LEC_CHECK = 1
export CORE_AREA = 10 10 70 70
export DIE_AREA = 0 0 80 80
--- run.sh ---
#!/bin/bash
# OpenROAD 26Q1-2900-gdf79404cd8, Yosys 0.63+post, stock flow scripts
make -C /OpenROAD-flow-scripts/flow DESIGN_CONFIG=/design/flow/config.mk WORK_HOME=/design/flow/orfs finish
--- design.v ---
module fsm1(input S1, S2, clk, output A, C);
reg[2:0] estado_siguiente = 0;
always @(S1 or S2 or estado_actual) begin
    case(estado_actual)
        1:  case({S2,S1})
            1: estado_siguiente=2;
            default: estado_siguiente=1;
            endcase
        2:  case({S2,S1})
            0: estado_siguiente=3;
            default: estado_siguiente=2;
            endcase
        3:  case({S2,S1})
            2: estado_siguiente=4;
            default: estado_siguiente=3;
            endcase
        4:  case({S2,S1})
            0: estado_siguiente=1;
            default: estado_siguiente=4;
            endcase
        default: estado_siguiente=1;
        endcase
end
reg[2:0] estado_actual = 1;
always @(posedge clk)
  estado_actual <= estado_siguiente;
reg A=0; reg C=0;
  always @(estado_actual) begin
    case(estado_actual)
      1: {A,C}=0;
      2: {A,C}=2;
      3: {A,C}=0;
      4: {A,C}=1;
      default: {A,C}=0;
      endcase
end
endmodule
--- constraint.sdc ---
current_design fsm1

set clk_period 1.7
set clk_io_pct 0.2

create_clock -name clk0 -period $clk_period [get_ports {clk}]

set non_clock_inputs [all_inputs -no_clocks]
set_input_delay [expr $clk_period * $clk_io_pct] -clock clk0 $non_clock_inputs
set_output_delay [expr $clk_period * $clk_io_pct] -clock clk0 [all_outputs]
==> run notes <==
run results: result of the run finished clean, Sequential Power Share 39.9%, final count of hold timing violations 0, met3 wire length 3 um, f_max approximately 0.6 GHz, total routed wire length on the met1 layer approximately 140 um, via density per instance around 2.3, global-route wire length before repair approximately 660 um, number of DRC markers in iteration 0 0, Critical Path AT about 1.3 ns, Slew HR a little under nine tenths, Worst Slack Setup Final about 0.063 ns, slew at the pin with the worst max-slew slack 0.217 ns, Reg with most FFs estado_actual, vias in the first global route ~180, ratio of cells with drive above 1 in the final layout 28.6%, WP data required about 1.4 ns, number of cell instances after yosys synthesis 20, placement-stage worst setup slack ~0.24 ns, crit path capture type output pin, Worst Path Max Fanout 8, Chip Height roughly 80 um, diodes inserted 0, combinational gate area just over 100 um^2, die extent in x around 80 um, clock period minus final worst setup slack around 1.6 ns, fill count about 400, area of all placed cells without fillers roughly 290 um^2, tally of nets with antenna violations remaining after routing 0, Root Driver clkbuf_4, number of maximum-capacitance violations 0, grt ovf 0, pin count of the biggest net entering global routing 9, sequential area share after synthesis a little under two fifths, maximum vdd ir drop approximately 0.00019 V, Yosys warning count 1, share of the clock period used by the worst path a little over nine tenths, uppermost layer routed met4, chip area around 6400 um^2, P_int approximately 0.26 mW, startpoint types register, Yosys Chip Area 160 um^2, Avg Cell Area, Syn roughly 8 um^2, top-level port count 5, sum of negative setup slack 0 ns, warning total across the stage logs 25, Buffers on Ports 4, total number of clock tree sinks 3, relative contribution of combinational cells to total power between 20% and 30%, clock buffer depth 2, number of antenna violations at the first check in global routing 0, kind of path behind the tightest hold check reg2reg, Core Density at Floorplan approximately 4.7%, power density over the cells ~1300 nW/um^2, flip-flop and latch area approximately 63 um^2, number of register bits inferred by synthesis 3, setup repair after global routing missed its margin no, signed area change from the synthesized netlist to the final layout 80.5%, Leakage ~0.092 nW, clock slew seen by the registers of the worst setup and hold paths about 0.040 ns, cell count after synthesis 20, setup clock skew after layout 0.00362 ns, max FFs per register 3, net switching fraction of the power between 30% and 40%, Crit Path Category reg2out, count of different cell masters after synthesis 14, insertion delay to the later sink of the worst-skew pair 0.23 ns, aggregate global-route resource usage under 10%, Pins Over Slew Limit 0, depth of the CTS H-tree 1, final weighted congestion in routability-driven placement roughly 0.8, Top Registers estado_actual: 3 flops, final setup violating endpoints 0, wire length per cell after detailed routing 5.54 um, sum of routed wire length over all layers 410 um, number of optimization iterations in the first detailed-route pass 1, area of the core 3420 um^2, area of the mapped netlist ~160 um^2, metal2 WL 225 um, number of buffers added for setup after CTS 0, Vias roughly 170, DR DRC count 0, Clock power frac ~33%, area after detailed placement between 200 and 300 um^2, Detail Placement HPWL slightly above 300 um, clock tree from TritonCTS yes, Std-Cell Rows 21, number of CTS-inserted buffers 3, NetSw between 0.1 and 0.15 mW
[worst max-delay path, stage by stage (launching register included)]
cell             delay, ns
dfxtp_1               0.43
and2_2                0.18
clkdlybuf4s50_1       0.45
[cells by family (layout without fill, tap and decap cells)]
family                 after synthesis  after routing  share of synthesized area (%)
AND/OR/NAND/NOR                     13             13                           47.7
buffers and inverters                0              8                              0
AND-OR/OR-AND                        4              4                           14.8
flip-flops                           3              3                           37.5
[cell usage after synthesis]
master | count | area, um^2
nor3_1 | 1 | 5.00
nand4bb_1 | 1 | 11.3
nor3b_1 | 1 | 7.51
a21oi_1 | 2 | 10.0
o21ai_0 | 1 | 5.00
nor2_1 | 3 | 11.3
or2_2 | 1 | 6.26
nor2b_1 | 1 | 6.26
and2_2 | 1 | 7.51
nand2b_1 | 1 | 6.26
dfxtp_1 | 3 | 60.1
a311oi_1 | 1 | 8.76
nand2_1 | 2 | 7.51
nand3b_1 | 1 | 7.51
[routing by layer]
layer	GRT usage [%]	vias to the layer above
li1	-	87
met5	0	-
met4	1.58	0
met1	0.931	77
met2	2.25	2
met3	0.227	2
[metrics by stage]
step / utilization (%) / hold slack (ns) / std cells / power (mW)
after global routing: 8.46 / 0.495 / 74 / 0.409
final: 8.46 / 0.463 / 74 / 0.376
after global placement: 7.55 / 0.475 / 70 / 0.240
after CTS: 8.32 / 0.505 / 74 / 0.375
after floorplan: - / 0.449 / 20 / 0.199
after detailed placement: 7.55 / 0.496 / 70 / 0.245
[cell usage in the layout (no fill, tap or decap)]
cell	count
a311oi_1	1
nor2_1	2
nand4bb_1	1
nand2_1	2
nor3_1	1
nor2_2	1
clkdlybuf4s50_1	4
and2_2	1
nor2b_1	1
nand2b_1	1
or2_2	1
nor3b_1	1
dfxtp_1	1
clkbuf_1	1
o21ai_0	1
nand3b_1	1
dfxtp_2	2
clkbuf_4	3
a21oi_1	2
[area by class of cell]
class | instances | area share (%)
timing repair buffer | 4 | 13.9
clock buffer | 4 | 9.09
tap | 46 | 19.9
sequential | 3 | 21.6
multi-input combinational | 17 | 35.5
[power groups by stage]
stage                 registers [mW]  clock network (mW)  logic [mW]
after CTS                      0.144               0.131       0.101
after global routing           0.161               0.139       0.110
final                          0.150               0.126       0.101
[repair_timing]
| item | CTS | global route |
|---|---|---|
| hold buffers | 0 | 0 |
| gates resized | 0 | 3 |
| setup endpoints to repair | 0 | 2 |
[worst paths after layout]
path | startpoint | to | slack [ns] | cells after the start
worst max-delay path | estado_actual[1]$_DFF_P_ | A | 0.06 | 2
worst min-delay path | estado_actual[2]$_DFF_P_ | estado_actual[1]$_DFF_P_ | 0.46 | 1
worst min register to register | estado_actual[2]$_DFF_P_ | estado_actual[1]$_DFF_P_ | 0.46 | 1
worst max register to register | estado_actual[1]$_DFF_P_ | estado_actual[0]$_DFF_P_ | 0.70 | 3
Power is estimated from default activity; no workload was simulated.
