<file path="run.sh">
#!/bin/bash
# OpenROAD 26Q1-2900-gdf79404cd8, Yosys 0.63+post, stock flow scripts
make -C /OpenROAD-flow-scripts/flow DESIGN_CONFIG=/design/flow/config.mk WORK_HOME=/design/flow/orfs finish
</file>
<file path="config.mk">
export PLATFORM = sky130hd
export DESIGN_NAME = fsm3
export DESIGN_NICKNAME = fsm3
export VERILOG_FILES = /design/flow/design.v
export SDC_FILE = /design/flow/constraint.sdc
export NUM_CORES = 4
export LEC_CHECK = 1
export CORE_AREA = 10 10 70 70
export DIE_AREA = 0 0 80 80
</file>
<file path="constraint.sdc">
current_design fsm3

set clk_period 1.4
set clk_io_pct 0.2

create_clock -name clk0 -period $clk_period [get_ports {clk}]

set non_clock_inputs [all_inputs -no_clocks]
set_input_delay [expr $clk_period * $clk_io_pct] -clock clk0 $non_clock_inputs
set_output_delay [expr $clk_period * $clk_io_pct] -clock clk0 [all_outputs]
</file>
<file path="design.v">
module fsm3(input S1, S2, clk, output V, R);
reg[2:0] estado_siguiente=0;
always @(S1 or S2 or estado_actual) begin
	case(estado_actual)
	   1:	case ({S2,S1})
				2:estado_siguiente=2;
				1:estado_siguiente=4;
				default:estado_siguiente=1;
				endcase
		2:	case ({S2,S1})
				3:estado_siguiente=3;
				default:estado_siguiente=2;
				endcase
		3:	case ({S2,S1})
				0:estado_siguiente=1;
				default:estado_siguiente=3;
				endcase
		4:	case ({S2,S1})
				3:estado_siguiente=5;
				default:estado_siguiente=4;
				endcase
		5:	case ({S2,S1})
				0:estado_siguiente=1;
				default:estado_siguiente=5;
				endcase
		default:estado_siguiente=1;
		endcase
end
reg[2:0] estado_actual=1;
always @(posedge clk)
    estado_actual <= estado_siguiente;
reg V=0; reg R=0;
always @(estado_actual) begin
  case(estado_actual)
    1:	{V,R}=0;
    2:	{V,R}=0;
    3:	{V,R}=1;
    4:	{V,R}=0;
    5:	{V,R}=2;
    default:{V,R}=0;
  	endcase
end
endmodule
</file>
==> flow_metrics.env <==
# flow metrics
export IMPL_main_flop_type="sky130_fd_sc_hd__dfxtp_1"
export IMPL_cts_max_level=1
export IMPL_worst_slew_pin_slew_ns=0.111
export IMPL_globalRouteOverflowTotal=0
export IMPL_ir_drop_mv=0.327
export IMPL_timing_critical_path_from_type="flop"
export IMPL_timing_max_cap_violations=0
export IMPL_largest_reg_flops=3
export IMPL_dp_cells=79
export IMPL_worstHoldStart="estado_actual[1]$_DFF_P_"
export IMPL_final_cell_count_no_fill=83
export IMPL_synth_stat_cells=22
export IMPL_setup_reg_to_reg_worst_slack_ns=0.53
export IMPL_pin_count=5
export IMPL_initial_utilization_pct=6.15
export IMPL_detail_route_iter0_violations=4
export IMPL_ys_ff=3
export IMPL_worst_setup_hold_path_clk_slew_ns=0.04
export IMPL_number_of_global_route_vias_before_repair=223
export IMPL_post_synthesis_average_cell_area_sq_um=9.55
export IMPL_io_buffer_count=4
export IMPL_drive_gt1_share_pct=35.1
export IMPL_timing_final_hold_violations=0
export IMPL_synth_area_yosys_sq_um=210
export IMPL_leakage_nw=0.183
export IMPL_reg_top3="estado_actual: 3 flops"
export IMPL_synthDistinctLibCells=11
export IMPL_critical_path_required_ns=1.12
export IMPL_grt_pass1_wl_um=855
export IMPL_worstSkewPairLatency_ns=0.23
export IMPL_clk_root_buffer_cell="sky130_fd_sc_hd__clkbuf_4"
export IMPL_layout_area_overhead_vs_synth_pct=83.9
export IMPL_most_frequent_cells_after_synthesis="sky130_fd_sc_hd__ha_1 (4), sky130_fd_sc_hd__a21oi_1 (3), sky130_fd_sc_hd__dfxtp_1 (3)"
export IMPL_n_fill_cell=403
export IMPL_timing_critical_path_fanout_max=3
export IMPL_timing_fmax_mhz=796
export IMPL_tns_ns=0
export IMPL_die_h_um=80
export IMPL_maxSlewViolCount=0
export IMPL_report_power_total_uw=604
export IMPL_pre_cts_slack_ns=-0.0629
export IMPL_comb_power_share_pct=48.3
export IMPL_route_detailed_wl_per_inst_um=5.75
export IMPL_cts_sinks=3
export IMPL_critical_path_endpoint_type="primary output"
export IMPL_critical_path_class="reg2out"
export IMPL_placed_cell_area_sq_um=360
export IMPL_cts_buffers=3
export IMPL_top_area_cell="sky130_fd_sc_hd__dfxtp_1"
export IMPL_remaining_drc_errors=0
export IMPL_fin_area_sq_um=387
export IMPL_dr_total_vias=194
export IMPL_synth_edff_count=0
export IMPL_hold_end="estado_actual[2]$_DFF_P_"
export IMPL_synthesis_instances=22
export IMPL_worst_r2r_cell_count=3
export IMPL_synth_warnings=1
export IMPL_grt_max_degree=7
export IMPL_worst_clock_skew_ns=0.00235
export IMPL_drt_vias_per_instance=2.34
export IMPL_area_fraction_of_the_dominant_cell_type_after_synthesis_pct=28.6
export IMPL_netSwitchingFraction_pct=29.6
export IMPL_holdPathStages=2
export IMPL_min_delay_path_class="reg2reg"
export IMPL_grt_setup_unrepaired="no"
export IMPL_clock_power_share_pct=24.8
export IMPL_drt_first_pass_iters=4
export IMPL_ys_seq_share_pct=28.6
export IMPL_synth_most_common_cell="sky130_fd_sc_hd__ha_1"
export IMPL_placementRows=21
export IMPL_ctsHoldBuffers=0
export IMPL_final_min_clock_period_ns=1.26
export IMPL_coreArea_sq_mm=0.00342
export IMPL_grt_use_total_pct=1.62
export IMPL_tritoncts="built"
export IMPL_gp_routability_congestion=0.648
export IMPL_share_of_flip_flops_with_an_asynchronous_set_or_reset_pct=0
export IMPL_detail_route_antenna_diodes=0
export IMPL_power_report_internal_total_uw=425
export IMPL_p_sw_uw=179
export IMPL_outcome="completed"
export IMPL_ant_nets=0
export IMPL_finalCritPeriodShare_pct=89.7
export IMPL_r2r_start="estado_actual[1]$_DFF_P_"
export IMPL_tool_warnings=28
export IMPL_arrival_time_at_the_worst_endpoint_ns=0.98
export IMPL_top_cells_by_area="sky130_fd_sc_hd__dfxtp_1 (29%), sky130_fd_sc_hd__ha_1 (24%), sky130_fd_sc_hd__a21bo_1 (9.5%)"
export IMPL_netlist_area_sq_um=210
export IMPL_final_setup_worst_slack_ns=0.144
export IMPL_power_per_cell_area_mw_per_mm2=1560
export IMPL_top_register="estado_actual"
export IMPL_floorplan_die_width_um=80
export IMPL_crit_reg2reg_capture="estado_actual[0]$_DFF_P_"
export IMPL_number_of_antenna_violations_at_the_first_check_in_global_routing=0
export IMPL_cts_buffer_depth=2
export IMPL_seqPwrFrac_pct=26.9
export IMPL_worst_slew_margin_rel_pct=92.6
export IMPL_total_routed_wirelength_um=477
export IMPL_design_die_area_sq_mm=0.00640
export IMPL_final_setup_vio_count=0
-- worst max-delay path: stages (launching register included) --
cell and delay, ns:
sky130_fd_sc_hd__dfxtp_2 0.32, sky130_fd_sc_hd__and3b_2 0.19, sky130_fd_sc_hd__dlygate4sd2_1 0.23
-- logic make-up (layout without fill, tap and decap cells) --
family                     after synthesis  in the layout  synth area share (%)
DFF                                      3              3                  28.6
buffers and inverters                    2             17                  3.57
xor gates and xnor gates                 1              1                  4.17
AOI/OAI and AO/OA                        5              5                  16.7
adders and majority gates                4              4                  23.8
and+or+nand+nor                          7              7                  23.2
-- power groups by stage --
stage | registers, mW | clock network (mW) | logic (mW)
after global routing | 0.169 | 0.161 | 0.328
final | 0.162 | 0.150 | 0.292
after CTS | 0.163 | 0.159 | 0.295
-- repair_timing --
action                                  CTS  global route
gates resized                             4             0
endpoints found under the setup margin    2             0
buffers inserted                          0             0
-- metal layers --
layer	vias up	global-route usage, %	wire [um]
met2	5	2.09	171
met4	0	0.704	0
met5	-	0	0
met1	83	1.86	233
met3	0	1.36	71
li1	106	-	-
-- stage by stage --
step	hold slack [ns]	util, %
floorplan	0.466	-
global placement	0.535	10.5
detailed placement	0.545	10.5
CTS	0.539	11.3
global route	0.564	11.3
finish	0.538	11.3
-- layout make-up --
type / instances / area, sq um / share of cell area, %
Clock buffer: 4 / 26.3 / 6.80
Inverter: 2 / 7.51 / 1.94
Multi-Input combinational cell: 17 / 143 / 36.9
Sequential cell: 3 / 62.6 / 16.2
Tap cell: 46 / 57.6 / 14.9
Timing Repair Buffer: 11 / 90.1 / 23.3
-- placed cells by master (no fill, tap or decap) --
| cell | netlist | layout |
|---|---|---|
| sky130_fd_sc_hd__inv_1 | 2 | 2 |
| sky130_fd_sc_hd__xor2_1 | 1 | 1 |
| sky130_fd_sc_hd__dfxtp_2 | 0 | 2 |
| sky130_fd_sc_hd__clkbuf_4 | 0 | 3 |
| sky130_fd_sc_hd__dlygate4sd2_1 | 0 | 2 |
| sky130_fd_sc_hd__and4bb_1 | 1 | 1 |
| sky130_fd_sc_hd__and3b_2 | 1 | 1 |
| sky130_fd_sc_hd__buf_4 | 0 | 7 |
| sky130_fd_sc_hd__ha_1 | 4 | 4 |
| sky130_fd_sc_hd__nor2_1 | 2 | 2 |
| sky130_fd_sc_hd__a21oi_1 | 3 | 3 |
| sky130_fd_sc_hd__nand3b_1 | 2 | 2 |
| sky130_fd_sc_hd__clkbuf_1 | 0 | 1 |
| sky130_fd_sc_hd__nand2_1 | 1 | 1 |
| sky130_fd_sc_hd__dfxtp_1 | 3 | 1 |
| sky130_fd_sc_hd__clkdlybuf4s50_1 | 0 | 2 |
| sky130_fd_sc_hd__a21bo_1 | 2 | 2 |
-- how the worst max path moves through the flow --
| stage | from | endpoint | slack, ns |
|---|---|---|---|
| 4_1_cts | estado_actual[1]$_DFF_P_ | V | 0.12 |
| 5_1_grt | S2 | estado_actual[0]$_DFF_P_ | 0.09 |
| 6_report | estado_actual[1]$_DFF_P_ | V | 0.14 |
No activity file was given, so power comes from the tool's default toggle rates.
