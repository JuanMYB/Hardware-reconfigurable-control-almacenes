[/design/flow/design.v]
module fsm2(input S1, S2, clk, output A, C);
reg[2:0] estado_siguiente=0;
always @(S1 or S2 or estado_actual) begin
	case(estado_actual)
	  1:	case ({S2,S1})
				0:estado_siguiente=1;
				2:estado_siguiente=2;
				1:estado_siguiente=5;
				default:estado_siguiente=1;
				endcase
		2:	case ({S2,S1})
				0:estado_siguiente=3;
				2:estado_siguiente=2;
				default:estado_siguiente=2;
			  endcase
		3:	case ({S2,S1})
				0:estado_siguiente=3;
				1:estado_siguiente=4;
				default:estado_siguiente=3;
				endcase
		4:	case ({S2,S1})
				0:estado_siguiente=1;
				1:estado_siguiente=4;
				default:estado_siguiente=4;
				endcase
		5:	case ({S2,S1})
				0:estado_siguiente=6;
				1:estado_siguiente=5;
				default:estado_siguiente=5;
				endcase
		6:	case ({S2,S1})
				0:estado_siguiente=6;
				2:estado_siguiente=7;
				default:estado_siguiente=6;
				endcase
		7:	case ({S2,S1})
				0:estado_siguiente=1;
				2:estado_siguiente=7;
				default:estado_siguiente=7;
				endcase
		default:estado_siguiente=1;
		endcase
end
reg[2:0] estado_actual=1;
always @(posedge clk)
    estado_actual <= estado_siguiente;
reg A=0; reg C=0;
always @(estado_actual) begin
	case(estado_actual)
    1:	{A,C}=0;
    2:	{A,C}=2;
    3:	{A,C}=0;
    4:	{A,C}=1;
    5:	{A,C}=2;
    6:	{A,C}=0;
    7:	{A,C}=1;
    default: {A,C}=0;
    endcase
end
endmodule
[/design/flow/config.mk]
export PLATFORM = sky130hd
export DESIGN_NAME = fsm2
export DESIGN_NICKNAME = fsm2
export VERILOG_FILES = /design/flow/design.v
export SDC_FILE = /design/flow/constraint.sdc
export NUM_CORES = 4
export LEC_CHECK = 1
export CORE_AREA = 10 10 70 70
export DIE_AREA = 0 0 80 80
[/design/flow/constraint.sdc]
current_design fsm2

set clk_period 1.9
set clk_io_pct 0.2

create_clock -name clk0 -period $clk_period [get_ports {clk}]

set non_clock_inputs [all_inputs -no_clocks]
set_input_delay [expr $clk_period * $clk_io_pct] -clock clk0 $non_clock_inputs
set_output_delay [expr $clk_period * $clk_io_pct] -clock clk0 [all_outputs]
[/design/flow/run.sh]
#!/bin/bash
# OpenROAD 26Q1-2900-gdf79404cd8, Yosys 0.63+post, stock flow scripts
make -C /OpenROAD-flow-scripts/flow DESIGN_CONFIG=/design/flow/config.mk WORK_HOME=/design/flow/orfs finish
==> flow_metrics.tcl <==
# place-and-route summary
set metrics [dict create \
    run_status "complete, no violations" \
    crit_start "estado_actual[2]" \
    grt_pass1_wl_um 890 \
    clock-root-buffer "clkbuf_4" \
    cp-start-kind "register" \
    syn_inst 27 \
    clkSlewWorstSetupHoldPaths_ns 0.04 \
    finalCritPeriodShare_pct 95.63 \
    grt_pass1_vias 218 \
    cts_setup_buffers 0 \
    top_register "estado_actual" \
    postCtsHoldBufs 0 \
    fin_area_um2 362.8 \
    warning_count 25 \
    gp_congestion 0.7662 \
    dp_hpwl_um 403.4 \
    die_area_um2 6400 \
    ys_ff 3 \
    max_slew_margin_pct 84.06 \
    power.density_nw_per_um2 1451 \
    crit_required_ns 1.52 \
    dieWidth_um 80 \
    end_kind "primary output" \
    fmax_mhz 550.4 \
    grt_usage_pct 1.644 \
    synth_area_um2 232.7 \
    antenna_cells 0 \
    critical_path_class "reg2out" \
    avgSynthCellArea_um2 8.619 \
    finalClockSkew_ns 0.001290 \
    rsz0062_at_grt "false" \
    clockBufferDepth 2 \
    clock-sinks 3 \
    p_leak_nw 0.1266 \
    antenna_found_initial 0 \
    drc_errors 0 \
    cap_violations 0 \
    period_minus_slack_ns 1.817 \
    rows 21 \
    core_area_um2 3416 \
    nFillCells 407 \
    ys_area_um2 232.7 \
    cts_buffers 3 \
    hp-class "reg2reg" \
    vias_per_cell 2.763 \
    initial_core_util_pct 6.813 \
    clk_latency_ns 0.23 \
    area_leaders "dfxtp_1 (26%), nor2b_1 (5.4%), buf_6 (4.8%), mux2_2 (4.8%), a21bo_2 (4.3%)" \
    ant_nets 0 \
    tightest_slew_ns 0.2391 \
    dr_total_vias 221 \
    ys.warnings.count 1 \
    cp_max_fo 10 \
    arrival_ns 1.44 \
    grt_max_degree 11 \
    routed_wl_um 545 \
    drt-initial-drc-count 50 \
    htreeDepth 1 \
    firstDrtPassIters 4 \
    grt.overflow.total 0 \
    report.final.setup_viol 0 \
    lay_top_count "clkdlybuf4s50_1" \
    drive_gt1_share_pct 35.29 \
    r2r_start "estado_actual[1]" \
    final_layout_top_logic_cells "clkdlybuf4s50_1 (4), clkbuf_4 (3), dfxtp_4 (3)" \
    largestRegisters "estado_actual x3" \
    vdd_drop_max_mv 0.2382 \
    maxSlewViolCount 0 \
    dieHeight_um 80 \
    hold_viol 0 \
    cts_tree "built" \
    ys_cells 27 \
    tns_ns 0 \
    postPlaceCellArea_um2 319.1 \
    area_delta_synth_final_pct 55.91 \
    wl_per_cell_um 6.813 \
    post_cts_resized 5 \
    synth_cell_types 22 \
    yosysTopAreaCell "dfxtp_1" \
    hp-start "estado_actual[0]" \
    ios 5 \
    largest_reg_flops 3 \
    top_cell_area_share_pct 25.81 \
    ys_seq_share_pct 25.81 \
    io_buffers 4 \
]
-- final timing paths --
kind	depth (start not counted)	endpoint	slack [ns]
max reg2reg	3	estado_actual[0]	0.89
min reg2reg	1	estado_actual[1]	0.48
min	1	estado_actual[1]	0.48
max	3	A	0.08
-- cells in the mapped netlist, drive strengths merged --
library cell,instances
nor2b,2
a222oi,1
a41oi,1
inv,2
and3,1
or2b,2
nand2,1
mux2,1
dfxtp,3
nand3b,1
nand3,1
o21ai,4
a21bo,1
xor2,1
or2,1
and2b,2
a31oi,1
buf,1
-- final cells by class --
class / count / area [µm²] / share of cell area, %
multi-input combinational: 21 / 160.2 / 44.14
sequential: 3 / 71.32 / 19.66
tap: 46 / 57.56 / 15.86
timing repair buffer: 4 / 40.04 / 11.03
clock buffer: 4 / 26.28 / 7.241
inverter: 2 / 7.507 / 2.069
-- critical path, cell delays in order (launching register included) --
cell and delay (ns):
dfxtp_4 0.39, nor2b_1 0.18, mux2_2 0.17, clkdlybuf4s50_1 0.47
-- routing by layer --
layer	track usage [%]	routed length (µm)	vias up	part of all wire (%)
met3	1.023	62	0	11
met5	0	0	-	0
met4	0.8803	0	0	0
met2	2.087	216	4	40
li1	-	-	111	-
met1	2.058	267	106	49
-- cell families after synthesis --
group,count (synthesis),synth area share [%]
buffers and inverters,3,8.065
XOR/XNOR,1,3.764
multiplexers,1,4.838
AND/OR/NAND/NOR,11,32.26
flip-flops,3,25.81
AND-OR/OR-AND,8,25.27
-- report_power, final --
part	switching (mW)	internal (mW)	total, mW
logic	0.0705	0.174	0.245
registers	0.0549	0.113	0.168
clock network	0.0348	0.0788	0.114
total	0.160	0.366	0.527
-- metrics by stage --
| stage | hold slack, ns | setup WS [ns] | utilization [%] | power (mW) | instances |
|---|---|---|---|---|---|
| after floorplan | 0.4785 | 0.6528 | - | 0.2993 | 27 |
| after global placement | 0.5161 | 0.1835 | 9.341 | 0.3731 | 76 |
| after detailed placement | 0.5185 | 0.1740 | 9.341 | 0.3791 | 76 |
| after CTS | 0.4971 | 0.02526 | 10.37 | 0.5184 | 80 |
| after global routing | 0.4942 | 0.006480 | 10.62 | 0.5784 | 80 |
| final | 0.4815 | 0.08307 | 10.62 | 0.5266 | 80 |
Power and IR drop assume default switching activity.
